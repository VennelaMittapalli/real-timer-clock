--- design/flow/constraint.sdc ---
current_design real_timer_top

set clk_period 2.9
set clk_io_pct 0.2

create_clock -name clk0 -period $clk_period [get_ports {CLK}]

set non_clock_inputs [all_inputs -no_clocks]
set_input_delay [expr $clk_period * $clk_io_pct] -clock clk0 $non_clock_inputs
set_output_delay [expr $clk_period * $clk_io_pct] -clock clk0 [all_outputs]
--- design/flow/design.v ---
module real_timer(input RST, CLK, output reg [3:0] HRM, HRL, MIN_M, MIN_L, SEC_M, SEC_L);
    reg [1:0]clk;
    always @(posedge CLK) 
    clk <= clk+2'd1;
	always @(posedge clk[1] or posedge RST) begin
      if(RST) {HRM,HRL,MIN_M,MIN_L,SEC_M,SEC_L} <= 24'h000000;
      else if((SEC_L == 9) & (SEC_M != 5)) begin
        	SEC_M <= SEC_M + 1;
        	SEC_L <= 0;
      end
      else if(({SEC_M,SEC_L} == 8'h59) & ({MIN_M,MIN_L} != 8'h59) ) begin
			{MIN_M,MIN_L} <= {MIN_M,MIN_L} + 1;
			{SEC_M,SEC_L} <= 0;
		end
      else if({MIN_L == 9} & (MIN_M != 5)) begin
        MIN_M <= MIN_M + 1;
        MIN_L <= 0;
      end
      else if(({MIN_M,MIN_L} == 8'h59) & ({SEC_M,SEC_L} == 8'h59) & ({HRM,HRL} != 8'h23)) begin
			{HRM,HRL} <= {HRM,HRL} + 1;
            {MIN_M,MIN_L,SEC_M,SEC_L} <= 16'h0000;
	  end
      else if(({HRM,HRL} == 8'h23) & ({MIN_M,MIN_L} == 8'h59) & ({SEC_M,SEC_L} == 8'h59)) begin
        {HRM,HRL,MIN_M,MIN_L,SEC_M,SEC_L} <= 24'h000000;
		end
		else
			{SEC_M,SEC_L} <= {SEC_M,SEC_L} + 1;
		end
endmodule
module real_timer_top(RST,CLK,DIS0,DIS1,an0,an1);
    reg [23:0]Tclk=24'd0;
    reg Tclk1;
    output [6:0]DIS0,DIS1;
    output reg [3:0]an0,an1;
    input RST,CLK;
	wire [3:0] HRM1,HRL1,MIN_M1,MIN_L1,SEC_M1,SEC_L1;
	reg [3:0]nibble1,nibble0;
	reg [1:0]count=2'b00;
    always @(posedge CLK) begin
    if(RST) Tclk <= 24'd0;
    else Tclk <= Tclk + 24'd1;
    end
    always @(posedge Tclk[22]) begin
    if(RST) Tclk1 <= 24'd0;
    else Tclk1 <= ~Tclk1;
    end
 	always @(posedge Tclk1)
	count <= count+1;
    real_timer realt(RST,Tclk1,HRM1,HRL1,MIN_M1,MIN_L1,SEC_M1,SEC_L1);
	always @(*) begin
	case(count)
	2'b00:an0={1'b1,1'b1,1'b1,1'b0};
	2'b01:an0={1'b1,1'b1,1'b0,1'b1};
	2'b10:an0={1'b1,1'b0,1'b1,1'b1};
	2'b11:an0={1'b0,1'b1,1'b1,1'b1};
	endcase
	end
    always @(*) begin
	case(count[0])
	1'b0: an1={1'b1,1'b0,1'b1,1'b1};
	1'b1: an1={1'b0,1'b1,1'b1,1'b1};
	endcase
	end
    always @(*) begin
	case(count)
	2'b00:nibble0=MIN_M1;
	2'b01:nibble0=MIN_L1;
	2'b10:nibble0=SEC_M1;
	2'b11:nibble0=SEC_L1;
	endcase
	end
    always @(*) begin
	case(count[0])
	1'b0: nibble1=HRM1;
	1'b1: nibble1=HRL1;
	endcase
	end
	seven_segment sseg1(nibble0,DIS0);
	seven_segment sseg2(nibble1,DIS1);
endmodule
module seven_segment(input [3:0]in, output reg [6:0]out);
	always @(*) begin
		case(in) 
		4'b0000: out = 7'b1000000;
		4'b0001: out = 7'b1111001;
		4'b0010: out = 7'b0100100;
		4'b0011: out = 7'b0110000;
		4'b0100: out = 7'b0011001;
		4'b0101: out = 7'b0010010;
		4'b0110: out = 7'b0000010;
		4'b0111: out = 7'b1111000;
		4'b1000: out = 7'b0000000;
		4'b1001: out = 7'b0010000;
		default: out = 7'bxxxxxxx;
		endcase
	end
endmodule
--- design/flow/config.mk ---
export PLATFORM = sky130hd
export DESIGN_NAME = real_timer_top
export DESIGN_NICKNAME = real_timer_top
export VERILOG_FILES = /design/flow/design.v
export SDC_FILE = /design/flow/constraint.sdc
export NUM_CORES = 4
export LEC_CHECK = 1
export CORE_UTILIZATION = 50
--- design/flow/run.sh ---
#!/bin/bash
# OpenROAD 26Q1-2900-gdf79404cd8, Yosys 0.63+post, stock flow scripts
make -C /OpenROAD-flow-scripts/flow DESIGN_CONFIG=/design/flow/config.mk WORK_HOME=/design/flow/orfs finish
==> load_flow_metrics.sql <==
-- physical implementation figures
INSERT INTO impl_metrics (metric_group, metric, value, unit) VALUES
('place', 'port_buffers', '21', ''),
('critical_path', 'criticalPathCategory', 'reg -> reg', ''),
('logic_synthesis', 'post_synth.cell_area_avg', '9.03', 'um2'),
('clock_network', 'cts_resized', '0', ''),
('critical_path', 'crit-reg2reg-launch', 'Tclk[0]', ''),
('detailed_routing', 'drt_pre_antenna_iters', '4', ''),
('clock_network', 'post-cts-setup-buffer-count', '0', ''),
('timing', 'period_used_share', '0.607', ''),
('grt', 'globalRouteTotalUtil', '0.196', ''),
('detailed_routing', 'wl_per_cell', '13.7', 'um'),
('timing', 'rsz_0062_raised_after_global_routing', 'no', ''),
('critical_path', 'timing.critical_path.required', '3100', 'ps'),
('timing', 'timing.final.setup_violations', '0', ''),
('clock_network', 'clk_slew_on_worst_s_h_paths', '80', 'ps'),
('logic_synthesis', 'syn_inst', '355', ''),
('timing', 'untimed_endpoints', '49', ''),
('grt', 'antenna_found_initial', '0', ''),
('clock_network', 'clk_tree_root_cell', 'sky130_fd_sc_hd__clkbuf_8', ''),
('timing', 'total_neg_setup_slack', '0', 'ps'),
('floorplan', 'fp_util', '0.529', ''),
('power_and_ir_drop', 'p_total', '0.000542', 'W'),
('layout', 'logic_area', '1880', 'um2'),
('clock_network', 'cts_inserted_buffers', '3', ''),
('detailed_routing', 'drc', '0', ''),
('clock_network', 'post_cts_hold_buffer_count', '0', ''),
('logic_synthesis', 'async_reset_ff_frac', '0.462', ''),
('layout', 'flop_area', '1160', 'um2'),
('power_and_ir_drop', 'leakagePower', '1.45', 'nW'),
('clock_network', 'cts_buffer_depth', '2', ''),
('logic_synthesis', 'yosys_area', '3210', 'um2'),
('critical_path', 'endpoint_kind', 'flip-flop', ''),
('detailed_routing', 'vias_per_cell', '5.64', ''),
('detailed_routing', 'route.antenna.diode_count', '0', ''),
('critical_path', 'critPathArrivalTime', '1960', 'ps'),
('detailed_routing', 'antenna_left', '0', ''),
('status', 'run_status', 'complete, no violations', ''),
('worst_hold_path', 'min-delay-start', 'Tclk[0]', ''),
('detailed_routing', 'detail_route.wirelength', '6.09', 'mm'),
('timing', 'worst_clock_skew', '1.59', 'ps'),
('grt', 'grt_first_pass_wirelength', '10.2', 'mm'),
('job', 'maxCapViolations', '0', ''),
('critical_path', 'r2r-end', 'Tclk[16]', ''),
('timing', 'report.final.slew_viol_count', '0', ''),
('critical_path', 'timing.reg2reg.worst_path_depth', '5', ''),
('critical_path', 'crit_path_max_fanout', '8', ''),
('layout', 'fillers', '549', ''),
('critical_path', 'crit_path_start_kind', 'flip-flop', ''),
('clock_network', 'clock_tree_from_tritoncts', 'built', ''),
('logic_synthesis', 'synth.yosys.num_cells', '355', ''),
('power_and_ir_drop', 'pwr_density_cell', '155', 'nW/um2'),
('timing', 'hold_viol_final', '0', ''),
('clock_network', 'clock.latency.late_pin', '260', 'ps'),
('floorplan', 'die-width', '82.1', 'um'),
('grt', 'grt_overflow_total', '0', ''),
('place', 'gp_congestion', '0.933', ''),
('logic_synthesis', 'ys_seq_elements', '52', ''),
('logic_synthesis', 'synthFlopType', 'sky130_fd_sc_hd__dfxtp_1', ''),
('critical_path', 'setup.reg_to_reg.worst_slack', '1140', 'ps'),
('clock_network', 'htreeDepth', '1', ''),
('power_and_ir_drop', 'worst_ir_drop_vdd', '0.322', 'mV'),
('floorplan', 'fp.coreArea', '6060', 'um2'),
('timing', 'fmax', '568', 'MHz'),
('worst_hold_path', 'min_path_cells', '1', ''),
('grt', 'grt_start_max_net_pins', '26', ''),
('job', 'log.warning_count', '42', ''),
('timing', 'worst_slew_pin_tran', '780', 'ps'),
('grt', 'number_of_global_route_vias_before_repair', '2164', ''),
('floorplan', 'chip_area', '6740', 'um2'),
('timing', 'number_of_register_pins_that_no_clock_reaches', '29', ''),
('logic_synthesis', 'syn-cell-area', '3210', 'um2'),
('worst_hold_path', 'timing.hold.worst.class', 'reg -> reg', '');
-- cell usage in the layout (no fill, tap or decap), types with 3 or more instances in the layout --
| cell | synthesis | routed |
|---|---|---|
| sky130_fd_sc_hd__a21oi_1 | 23 | 23 |
| sky130_fd_sc_hd__a222oi_1 | 4 | 4 |
| sky130_fd_sc_hd__and2_1 | 3 | 3 |
| sky130_fd_sc_hd__and3_1 | 4 | 4 |
| sky130_fd_sc_hd__and4_1 | 5 | 5 |
| sky130_fd_sc_hd__clkbuf_8 | 0 | 3 |
| sky130_fd_sc_hd__clkdlybuf4s50_1 | 0 | 21 |
| sky130_fd_sc_hd__dfrtp_1 | 24 | 24 |
| sky130_fd_sc_hd__dfxtp_1 | 28 | 28 |
| sky130_fd_sc_hd__ha_1 | 25 | 25 |
| sky130_fd_sc_hd__inv_1 | 23 | 23 |
| sky130_fd_sc_hd__mux2_2 | 3 | 3 |
| sky130_fd_sc_hd__mux2i_1 | 7 | 7 |
| sky130_fd_sc_hd__nand2_1 | 27 | 27 |
| sky130_fd_sc_hd__nand2b_1 | 5 | 5 |
| sky130_fd_sc_hd__nand3_1 | 16 | 16 |
| sky130_fd_sc_hd__nand3b_1 | 3 | 3 |
| sky130_fd_sc_hd__nand4_1 | 9 | 9 |
| sky130_fd_sc_hd__nor2_1 | 27 | 27 |
| sky130_fd_sc_hd__nor2b_1 | 5 | 5 |
| sky130_fd_sc_hd__nor3_1 | 4 | 4 |
| sky130_fd_sc_hd__o211ai_1 | 3 | 3 |
| sky130_fd_sc_hd__o21ai_0 | 7 | 7 |
| sky130_fd_sc_hd__o21ai_1 | 8 | 8 |
| sky130_fd_sc_hd__o22ai_1 | 5 | 5 |
| sky130_fd_sc_hd__o31ai_1 | 6 | 6 |
| sky130_fd_sc_hd__or3_1 | 7 | 7 |
| sky130_fd_sc_hd__or4_1 | 4 | 4 |
| sky130_fd_sc_hd__xnor2_1 | 11 | 11 |
| sky130_fd_sc_hd__xor2_1 | 8 | 8 |
-- power breakdown --
| group | internal, W | total, W | switching [W] |
|---|---|---|---|
| Sequential | 0.000319 | 0.000322 | 0.00000332 |
| Combinational | 0.00000662 | 0.0000216 | 0.0000150 |
| Clock | 0.0000980 | 0.000198 | 0.000101 |
| Total | 0.000423 | 0.000542 | 0.000119 |
-- cells by family after synthesis --
kind of cell    share of synthesized area
simple gates                        0.248
compound gates                      0.146
flops                               0.362
buf+inv                            0.0542
fa+ha+maj                          0.0975
xor+xnor                           0.0519
mux                                0.0394
other cells                       0.00117
-- synthesized netlist by cell type (all sizes together), types with 4 or more instances --
library cell  count  share of area
and3b             4          0.012
a222oi            4          0.012
or3               7          0.014
dfxtp            28           0.17
mux2              5          0.018
xnor2            11          0.030
buf              10          0.023
and3              5          0.010
nand2            27          0.032
mux2i             7          0.022
xor2              8          0.022
o21ai            15          0.023
nand3b            4          0.013
nand3            17          0.028
o31ai             6          0.014
a21oi            25          0.041
o22ai             5         0.0098
nand2b            5         0.0098
nor2b             5         0.0098
dfrtp            24           0.19
nand4            10          0.024
and4              5          0.014
ha               25          0.098
clkbuf            4         0.0047
inv              23          0.027
nor2             27          0.032
nor3              5         0.0094
or4               5          0.013
-- worst max-delay path by stage --
stage | startpoint | end | slack [ps] | cells past startpoint
finish | Tclk[0] | Tclk[16] | 1140 | 5
global route | Tclk[0] | Tclk[16] | 1040 | 5
CTS | Tclk[0] | Tclk[16] | 1160 | 5
-- worst max-delay path, stage by stage (launching register included) --
cell,delay [ps]
sky130_fd_sc_hd__dfxtp_1,370
sky130_fd_sc_hd__ha_1,210
sky130_fd_sc_hd__and4_1,330
sky130_fd_sc_hd__nand4_1,260
sky130_fd_sc_hd__or3_1,380
sky130_fd_sc_hd__a21oi_1,140
-- metal layers --
| layer | wire (um) | up-vias | global-route usage |
|---|---|---|---|
| li1 | - | 1301 | - |
| met1 | 3120 | 1155 | 0.311 |
| met2 | 2690 | 42 | 0.307 |
| met3 | 169 | 8 | 0.0147 |
| met4 | 103 | 0 | 0.0316 |
| met5 | 0 | - | 0 |
-- registers in the layout, indices dropped and copies added (netlist names), 2 cells and up --
name	flops
Tclk	23
count	2
realt.HRL	4
realt.HRM	4
realt.MIN_L	4
realt.MIN_M	4
realt.SEC_L	4
realt.SEC_M	4
realt.clk	2
-- area by class of cell --
class / instances / share of cell area
repair buffers: 23 / 0.0646
well taps: 75 / 0.0269
flip-flops and latches: 52 / 0.333
multi-input cells: 267 / 0.538
inverters: 23 / 0.0248
clock buffers: 4 / 0.0129
-- stage by stage --
step / setup slack (ps) / std cells / hold slack (ps)
after CTS: 1160 / 444 / 473
after global routing: 1040 / 444 / 507
after detailed placement: 1180 / 440 / 454
after global placement: 1240 / 440 / 445
final: 1140 / 444 / 467
after floorplan: 1370 / 356 / 430
Power is estimated from default activity; no workload was simulated.
